## design/flow/design.v

```verilog
interface vga_if;
logic [10:0] vcount;
logic vsync;
logic vblnk;  
logic [10:0] hcount;
logic hsync;
logic hblnk;  
logic [11:0] rgb;
modport in (
    input vcount,
    input vsync,
    input vblnk, 
    input hcount,
    input hsync,
    input hblnk, 
    input rgb
);
modport out (
    output  vcount,
    output vsync,
    output vblnk, 
    output hcount,
    output hsync,
    output hblnk, 
    output rgb
);
endinterface
package vga_pkg;
localparam HOR_PIXELS = 1024;
localparam VER_PIXELS = 768;
localparam COLOR_YELLOW = 12'hf_f_0; 
localparam COLOR_BLUE = 12'h0_0_f; 
localparam COLOR_RED = 12'hf_0_0;
localparam COLOR_GREEN = 12'h0_f_0;
localparam COLOR_DARK_GREEN = 12'h0_7_0;
localparam COLOR_DARK_BROWN = 12'h7_4_2;
localparam
        GAME_BG_COLOR =  12'h3_a_a;
localparam  
        DIR_RIGHT= 1'b1, 
        DIR_LEFT= 1'b0; 
localparam
        MENU_BG_COLOR =  12'ha_a_a,
        MENU_TEXT_COLOR = 12'h0_0_0,
        TEXT1_BG_COLOR =  12'hf_f_f,
        TEXT1_COLOR = 12'h0_0_0;
localparam
        key_relesed = 4'b0000,
        key_A= 4'b0001,
        key_S= 4'b0010,
        key_W= 4'b0011,
        key_D= 4'b0100,
        key_1= 4'b0101,
        key_2= 4'b0110,
        key_3= 4'b0111,
        key_4= 4'b1000,
        key_esc= 4'b1001;
localparam
        LL=7'h01, 
        OO=7'h02,
        A=7'h41,
        B=7'h42,
        C=7'h43,
        D=7'h44,
        E=7'h45,
        F=7'h46,
        G=7'h47,
        H=7'h48,
        I=7'h49,
        J=7'h4A,
        K=7'h4B,
        L=7'h4C,
        M=7'h4D,
        N=7'h4E,
        O=7'h4F,
        P=7'h50,     
        Q=7'h51,
        R=7'h52,
        S=7'h53,
        T=7'h54,
        U=7'h55,
        V=7'h56,
        W=7'h57,
        X=7'h58,
        Y=7'h59,
        Z=7'h5A,
        NKL=7'h5B,
        SLE=7'h5C,
        NKR=7'h5D,
        SPACE=7'h20, 
        C_0=7'h30,
        C_1=7'h31,
        C_2=7'h32,
        C_3=7'h33,
        C_4=7'h34,
        C_5=7'h35,
        C_6=7'h36,
        C_7=7'h37,
        C_8=7'h38,
        C_9=7'h39,
        DOT=7'h2e;
endpackage
module delay
    #( parameter
        WIDTH   = 11,  
        CLK_DEL = 4  
    )
    (
        input  logic                   clk,  
        input  logic                   rst,  
        input  logic [ WIDTH - 1 : 0 ] din,  
        output logic [ WIDTH - 1 : 0 ] dout  
    );
    logic [ WIDTH - 1 : 0 ] del_mem [ CLK_DEL - 1 : 0 ];
    assign dout = del_mem[ CLK_DEL - 1 ];
    always_ff @(posedge clk)
    begin:delay_stage_0
        if(rst)
            del_mem[0] <= 0;
        else
            del_mem[0] <= din;
    end
    genvar                   i;
    generate
        for (i = 1; i < CLK_DEL ; i = i + 1 )
        begin:delay_stage
            always_ff @(posedge clk)
            begin
                if(rst)
                    del_mem[i] <= 0;
                else
                    del_mem[i] <= del_mem[i-1];
            end
        end
    endgenerate
endmodule
```

## design/flow/run.sh

```bash
#!/bin/bash
# OpenROAD 26Q1-2900-gdf79404cd8, Yosys 0.63+post, stock flow scripts
make -C /OpenROAD-flow-scripts/flow DESIGN_CONFIG=/design/flow/config.mk WORK_HOME=/design/flow/orfs finish
```

## design/flow/config.mk

```make
export PLATFORM = sky130hd
export DESIGN_NAME = delay
export DESIGN_NICKNAME = delay
export VERILOG_FILES = /design/flow/design.v
export SDC_FILE = /design/flow/constraint.sdc
export NUM_CORES = 4
export LEC_CHECK = 1
export CORE_AREA = 10 10 94 94
export DIE_AREA = 0 0 104 104
```

## design/flow/constraint.sdc

```tcl
current_design delay

set clk_period 1.0
set clk_io_pct 0.2

create_clock -name clk0 -period $clk_period [get_ports {clk}]

set non_clock_inputs [all_inputs -no_clocks]
set_input_delay [expr $clk_period * $clk_io_pct] -clock clk0 $non_clock_inputs
set_output_delay [expr $clk_period * $clk_io_pct] -clock clk0 [all_outputs]
```

==> impl_metrics.yaml <==
# generated from flow reports
synthesis:
  synth-edff-count: 0
  yosys.area_share.adder: 0
  synth_area_leader_cell: "dfxtp_1"
  ys_types: 3
  ys_seq_share: 0.749
  area_leaders: "dfxtp_1, nor2b_1, buf_2"
  ys_async_sr_fraction: 0
  netlist_top_cells_count: "dfxtp_1, nor2b_1, buf_2"
  yosys_warnings: 2
  ys_sh_aoi: 0
  syn_inst: 92
  syn_area_um2: 1180
  synth-main-ff-cell: "dfxtp_1"
  synth_top_area_share: 0.749
  top_logic_kind: "simple AND/OR/NAND/NOR gates"
  ys_cells: 92
  postSynthAreaPerCell_um2: 12.8
  muxShareOfSynthArea: 0
  synth-xor-area-share: 0
  ys_sh_simple: 0.234
  synth_flops: 44
  yosys_area_um2: 1180
routing:
  routed_wirelength_um: 1650
  drt_pass1_iterations: 3
  avgRoutedWirePerCell_um: 7.62
  vias: 578
  diodes: 0
  drcViolationCount: 0
  drtIter0Drc: 26
  avgViaCountPerCell: 2.68
  ant_nets: 0
global_routing:
  grt_pass1_wl_um: 2850
  grt_max_degree: 45
  grtUsageTotal: 0.0318
  antenna_found_initial: 0
  met1_usage: 0.0501
  gr-total-overflow: 0
  use_met3: 0.0157
  grtUsageMet2: 0.0356
  grt-busiest-layer: "met1"
  grt_pass1_vias: 601
placed_design:
  placed_area_um2: 1530
  portBuffers: 23
  place_congestion: 0.661
  place_ws_ns: -0.124
final_layout:
  fin_area_um2: 1590
  largest-register: "del_mem"
  largestRegisters: "del_mem (44)"
  largest_reg_flops: 44
  area_growth_pct: 35.2
  post-route-util: 0.233
  drive_gt1_frac: 0.192
floorplanning:
  chip_area_um2: 10800
  coreArea_um2: 6830
  die_x_um: 104
  dieHeight_um: 104
  fp_util: 0.172
  row_count: 30
  ioPinCount: 24
setup_path:
  critPathSlowestCell: "dfxtp_2"
  max_stage_delay_ns: 0.32
  start_kind: "register"
  worstPathCellList: "buf_2"
  worst-path-max-fanout: 1
  worst-setup-path-type: "register to output port"
  end_kind: "output port"
  cp_data_required_time_ns: 0.80
  crit_family: "flip-flops"
  critPathBufInv: 1
  cp.arrival_ns: 0.71
final_timing:
  fin_crit_sh: 0.912
  max_freq_mhz: 1100
  hold_violations: 0
  worst_pin_slew_ns: 0.174
  finClkSkew_ns: 0.00239
  finalCriticalPeriod_ns: 0.912
  relSlewSlack: 0.884
  rsz0062_at_grt: "false"
  hold-worst-slack_ns: 0.436
  slew_violations: 0
  setup_viol: 0
  setup_ws_ns: 0.0875
power:
  powerDensity_nw_per_um2: 2060
  ir_worst_vdd_uv: 835
  p_sw_uw: 634
  clkPwrFrac: 0.407
  p_int_uw: 2650
  p_comb_frac: 0.038
  cellLeakagePower_uw: 0.000630
  pwr-share-seq: 0.555
  switching_share: 0.193
  power_uw: 3280
cts:
  clk_pin_slew_ns: 0.08
  cts.sinks: 44
  numCtsBuffers: 5
  root_buffer: "clkbuf_8"
  insertion_delay_ns: 0.29
  post_cts_buffers: 0
  clk_path_buf_depth: 2
  cts-htree-levels: 2
  cts_tree: "done"
run_status:
  status: "complete, no violations"
run:
  warnings: 25
  maxCapViolCount: 0
hold_path:
  hold_class: "register to register"
## path summary, 6_finish.rpt
kind	start	end	slack (ns)	cells after the start
min reg2reg	del_mem[2][10]$_SDFF_PP0_	del_mem[3][10]$_SDFF_PP0_	0.44	1
max	del_mem[3][4]$_SDFF_PP0_	dout[4]	0.09	1
min	del_mem[2][10]$_SDFF_PP0_	del_mem[3][10]$_SDFF_PP0_	0.44	1
max reg2reg	del_mem[0][2]$_SDFF_PP0_	del_mem[1][2]$_SDFF_PP0_	0.48	1
## cell type report
class | count | area (um^2)
clock buffer | 5 | 68.8
clock inverter | 3 | 46.3
fill | 763 | 5240
multi-input combinational | 44 | 275
sequential | 44 | 885
tap | 96 | 120
timing repair buffer | 24 | 195
## power by group through the flow
stage	Combinational [uW]	Clock (uW)	Sequential [uW]
CTS	130	1370	1820
global route	142	1450	1830
finish	126	1330	1820
## stage by stage
step / setup TNS (ns) / instances
global placement: -4.78 / 208
detailed placement: -5.19 / 208
CTS: 0 / 216
finish: 0 / 216
global route: 0 / 216
floorplan: 0 / 92
## metal layers
| layer | vias to the layer above | share of wire |
|---|---|---|
| met5 | - | 0 |
| li1 | 328 | - |
| met3 | 6 | 0.083 |
| met2 | 25 | 0.29 |
| met1 | 219 | 0.59 |
| met4 | 0 | 0.036 |
## layout by cell type, fill, tap and decap left out
| cell | synthesis | routed |
|---|---|---|
| nor2b_1 | 44 | 44 |
| dfxtp_1 | 44 | 41 |
| clkdlybuf4s50_1 | 0 | 12 |
| buf_2 | 4 | 9 |
| clkbuf_8 | 0 | 5 |
| dfxtp_2 | 0 | 3 |
| clkbuf_2 | 0 | 2 |
| clkinvlp_4 | 0 | 1 |
| inv_6 | 0 | 1 |
| bufinv_16 | 0 | 1 |
| buf_12 | 0 | 1 |
## logic make-up after synthesis
family	after synthesis
buf+inv	4
flops	44
simple gates	44
## timing repair
item                                    CTS  global route
hold buffers                              0             0
endpoints found under the setup margin   11             2
gates resized                            39             4
Power figures rest on the tool's default switching activity, not on a simulated workload.
